[flow/config.mk]
export PLATFORM = sky130hd
export DESIGN_NAME = SimpleCPU
export DESIGN_NICKNAME = SimpleCPU
export VERILOG_FILES = /design/flow/design.v
export SDC_FILE = /design/flow/constraint.sdc
export NUM_CORES = 4
export LEC_CHECK = 1
export CORE_UTILIZATION = 40
[flow/constraint.sdc]
current_design SimpleCPU

set clk_period 9.4
set clk_io_pct 0.2

create_clock -name clk0 -period $clk_period [get_ports {clk}]

set non_clock_inputs [all_inputs -no_clocks]
set_input_delay [expr $clk_period * $clk_io_pct] -clock clk0 $non_clock_inputs
set_output_delay [expr $clk_period * $clk_io_pct] -clock clk0 [all_outputs]
[flow/design.v]
`timescale 1ns / 1ps
module SimpleCPU(clk, rst, data_fromRAM, wrEn, addr_toRAM, data_toRAM, pCounter);
parameter SIZE = 10;
input clk, rst;
input wire [15:0] data_fromRAM;
output reg wrEn;
output reg [SIZE-1:0] addr_toRAM;
output reg [15:0] data_toRAM;
output reg [SIZE-1:0] pCounter;
reg [ 2:0] opcode, opcodeNext;
reg [12:0] operand1, operand1Next;
reg [SIZE-1:0]   pCounterNext;
reg [15:0] num1,  num1Next;
reg [ 3:0] stateNext;
reg [ 3:0] state;
reg [15:0] W, starA;
reg [ 15:0] WNext, starANext ;
always @(posedge clk)begin
	state    <= #1 stateNext;
	pCounter <= #1 pCounterNext;
	opcode   <= #1 opcodeNext;
	operand1 <= #1 operand1Next;
	num1     <= #1 num1Next;
	W        <= #1 WNext;
	starA    <= #1 starANext;
end
always @*begin
	stateNext    = state;
	pCounterNext = pCounter;
	opcodeNext   = opcode;
	operand1Next = operand1;
	num1Next     = num1;
	WNext        = W;
	addr_toRAM   = 0;
	wrEn         = 0;
	data_toRAM   = 0;
if(rst)
	begin
	stateNext    = 0;
	pCounterNext = 0;
	opcodeNext   = 0;
	operand1Next = 0;
	num1Next     = 0;
	WNext        = W;
	addr_toRAM   = 0;
	wrEn         = 0;
	data_toRAM   = 0;
	starANext    = 0;
	end
else 
	case(state)                       
		0: begin											 
			pCounterNext = pCounter;
			opcodeNext   = opcode;
			operand1Next = 0;
			addr_toRAM   = pCounter;
			num1Next     = 0;
			WNext        = W;
			wrEn         = 0;
			data_toRAM   = 0;
			stateNext    = 1;
		end 
		1:begin  
			pCounterNext = pCounter;
			opcodeNext   = data_fromRAM[15:13]; 
			operand1Next = data_fromRAM[12:0];
			addr_toRAM   = data_fromRAM[12:0];
			num1Next     = 0;
			wrEn         = 0;
			data_toRAM   = 0;
			stateNext    = 2;
			if(operand1Next == 0)begin
				stateNext = 4;
				addr_toRAM = 4;
			end
		end
		2: begin          
			pCounterNext = pCounter;
			operand1Next = operand1;
			opcodeNext   = opcode;
			num1Next     = data_fromRAM;
			stateNext = 3;
		end
		3: begin            
			pCounterNext = pCounter + 1;
			opcodeNext = opcode;
			operand1Next = operand1;
			if(opcode == 3'b000)  
				WNext = num1 + W;
			if(opcode == 3'b001)  
				WNext = ~( num1 & W);
			if(opcode == 3'b010)begin  
				if(num1 <= 16)
					WNext = W >> num1;
				else
					WNext = W << (num1 -16);
			end
			if(opcode == 3'b011)  
				WNext = W < num1;
			if(opcode == 3'b100)begin  
				if( W == 0 ) 
					pCounterNext = num1;
			end
			if(opcode == 3'b101)begin  
				WNext = num1;
				data_toRAM = num1;
				end
			if(opcode == 3'b110)begin  
				wrEn = 1;
				data_toRAM = W;
				addr_toRAM   = operand1;
			end
			if(opcode == 3'b111)  
				WNext = W * num1 ;
			 stateNext = 0;
		end
		4: begin
			pCounterNext = pCounter;
			operand1Next = operand1;
			opcodeNext   = opcode;
			addr_toRAM   = data_fromRAM;
			num1Next   = data_fromRAM;
			stateNext = 5;
		end
		5: begin
			pCounterNext = pCounter;
			operand1Next = operand1;
			opcodeNext   = opcode;
			num1Next    = data_fromRAM; 
			addr_toRAM  = operand1; 
			stateNext = 3;
			if(opcode == 3'b110)begin  
				wrEn = 1;
				data_toRAM = W;
				addr_toRAM   = num1;
				stateNext = 0;
				pCounterNext = pCounter+1;
			end
		end
		6: begin
			pCounterNext = pCounter;
			operand1Next = operand1;
			opcodeNext   = opcode;
			wrEn         = 0;
			data_toRAM   = num1;
			stateNext = 2;
		end
		default: begin
			stateNext    = 0;
			pCounterNext = 0;
			opcodeNext   = 0;
			operand1Next = 0;
			num1Next     = 0;
			addr_toRAM   = 0;
			wrEn         = 0;
			data_toRAM   = 0;
			starANext    = 0;
		end
	endcase
end
endmodule
[flow/run.sh]
#!/bin/bash
# OpenROAD 26Q1-2900-gdf79404cd8, Yosys 0.63+post, stock flow scripts
make -C /OpenROAD-flow-scripts/flow DESIGN_CONFIG=/design/flow/config.mk WORK_HOME=/design/flow/orfs finish
==> ds_physical_params.txt <==
Table: implementation figures

Parameter                              Value

GRT
  Via count of the first global-routing pass    9,522
  Global-route wire length before repair    58,200 um
  GR Overflow Total    0
  Maximum number of pins on one net before global-route repair    48
  Fraction of met3 tracks used by global routing    0.0972
  Fraction of met2 tracks used by global routing    0.450
  Initial antenna violation count    0
  Met1 track demand over resource in global routing    0.452
  Global-route total usage across every layer    0.309
  Layer with the highest usage    met1

Power and ir drop
  VDD IR max    83.2 uV
  Total power divided by cell area    70.6 nW/um^2
  Static power due to leakage    4.70 nW

Logic synthesis
  Biggest area contributors in the synthesized netlist    sky130_fd_sc_hd__fa_1 16%, sky130_fd_sc_hd__ha_1 11%, sky130_fd_sc_hd__dfxtp_1 8.9%, sky130_fd_sc_hd__nand2_1 5.4%, sky130_fd_sc_hd__inv_1 5.2%
  Netlist cell types    77
  Most common cell in the netlist    sky130_fd_sc_hd__nand2_1
  Fraction of post-synthesis cell area in the top cell type by area    0.158
  Post-synthesis sequential element count    61
  Cell area after technology mapping    10,200 um^2
  Chip area estimate from yosys synthesis    10,200 um^2
  Avg Synthesized Cell Area    7.91 um^2
  Dominant register cell    sky130_fd_sc_hd__dfxtp_1
  Commonest cells in the netlist    146 x sky130_fd_sc_hd__nand2_1, 142 x sky130_fd_sc_hd__inv_1, 92 x sky130_fd_sc_hd__nor2_1
  Register share after synthesis    0.136
  Cells in synth_stat.txt    1,286
  Number of enable-type register cells in the synthesized netlist    16
  Count of synthesis-stage warnings from yosys    1
  Post-Synthesis Cells    1,286
  Cell type with the largest total area    sky130_fd_sc_hd__fa_1
  Share of flip-flops with an asynchronous set or reset after synthesis    0

Clocking
  Clock-pin transition on the worst setup and hold timing paths    0.06 ns
  Clk latency of the worst-skew pair    0.34 ns
  Maximum level of the CTS H-tree    3
  Post-CTS resize count    0
  Hold-fix buffer count after cts    0
  Number of buffers on the longest clock path    2
  Clock sink total    61
  Number of buffers inserted during clock tree synthesis    9
  Root buf cell    sky130_fd_sc_hd__clkbuf_16
  Setup Buffers After CTS    0
  TritonCTS clock tree    built

Critical path
  Endpoint of the most critical register-to-register path    W[15]$_DFFE_PP_
  Category of the most critical setup path    reg2reg
  Worst flop-to-flop path startpoint    W[3]$_DFFE_PP_
  Logic depth of the worst register-to-register path    20
  Worst setup path startpoint    W[3]$_DFFE_PP_
  Required time reported for the critical path endpoint    9.46 ns
  Worst reg-to-reg setup slack    3.19 ns
  Worst setup SP type    flop
  Category of the worst setup path capture point    flop
  Max Fanout on Critical Path    21
  Arrival time of data at the critical path endpoint    6.27 ns

Timing
  Setup clock skew after layout    0.00590 ns
  Final count of hold timing violations    0
  Highest Clock Rate    161 MHz
  Setup_tns    0 ns
  Share of the clock period used by the worst path after layout    0.660
  Final slew viol count    0
  RSZ-0062 raised after global routing    no
  Transition time of the tightest slew-check pin    0.980 ns
  Tightest slew margin relative to the limit    0.330
  Min Clock Period, post-route    6.21 ns
  Setup Viol. Count Final    0

Routing
  Antenna diode instance count    0
  Sum of routed wire length over all layers    37,700 um
  Number of vias per cell    5.98
  Iter 0 DRT Violations    850
  Routed vias    9,705
  DRC violation count after routing    0
  Post-route ant nets    0
  TritonRoute pass-1 iters    7
  DR WL/cell    23.2 um

Cells and area
  Layout overhead on the synthesized area    11.1%
  Fraction of final layout cells sized beyond drive strength 1    0.0763
  Count of placed standard cells in the final layout, fillers left out    1,622
  Register area    1390 um^2
  Layout Utilization    0.459
  Logic cell area    7860 um^2
  Fill cells    2,440

Floorplanning
  Die width    161 um
  Effective utilization at floorplan    0.413
  Chip height    161 um
  Overall die area    26,100 um^2
  Number of placement rows    57
  Core area    24,600 um^2
  Count of pins on the block boundary    55

Status
  Run status    finished, final reports clean

Worst hold path
  Hold Path Origin    operand1[3]$_SDFFE_PP0N_
  Hold/Removal Path Class    reg2reg
  Hold depth    2
  Worst Hold End    operand1[3]$_SDFFE_PP0N_

Placed design
  Gp weighted congestion    0.966
  Total instance count after detailed placement    1,607
  Port Buffer Count    54
  DPL Wire Length    27,900 um

Flow run
  Count of max-cap constraint violations    0
  Number of warnings in the stage logs    43
-- worst max-delay path: stages (launching register included) --
cell and delay [ns]:
sky130_fd_sc_hd__edfxtp_1 0.95, sky130_fd_sc_hd__ha_1 0.33, sky130_fd_sc_hd__inv_1 0.08, sky130_fd_sc_hd__fa_1 0.47
sky130_fd_sc_hd__fa_1 0.54, sky130_fd_sc_hd__inv_1 0.04, sky130_fd_sc_hd__ha_1 0.20, sky130_fd_sc_hd__fa_1 0.43
sky130_fd_sc_hd__ha_1 0.28, sky130_fd_sc_hd__inv_1 0.04, sky130_fd_sc_hd__fa_1 0.47, sky130_fd_sc_hd__inv_1 0.04
sky130_fd_sc_hd__ha_1 0.31, sky130_fd_sc_hd__inv_1 0.09, sky130_fd_sc_hd__o31ai_1 0.12, sky130_fd_sc_hd__o41ai_1 0.38
sky130_fd_sc_hd__o21ai_0 0.24, sky130_fd_sc_hd__o41ai_1 0.50, sky130_fd_sc_hd__xnor2_1 0.12, sky130_fd_sc_hd__mux2i_1 0.18
sky130_fd_sc_hd__o32ai_1 0.11
-- placed cells by master (no fill, tap or decap), drive strengths merged, types with 10 or more instances in the layout --
cell,instances
a22o,32
nor2b,13
nand2,147
fa,80
dfxtp,45
a222oi,11
nor2,94
clkdlybuf4s50,54
and2,55
xnor2,42
nand3,30
o21ai,70
and3,13
a31oi,13
nor3,16
nand2b,13
a21oi,83
ha,86
mux4,13
mux2i,26
buf,38
inv,144
a211oi,12
edfxtp,16
clkbuf,10
mux2,13
-- kinds of logic (layout without fill, tap and decap cells) --
group,after synthesis,in the layout,share of synthesized area
muxes,52,52,0.0688
AOI/OAI and AO/OA,310,310,0.203
buffers and inverters,240,252,0.0919
adders and majority gates,166,166,0.263
xor gates and xnor gates,50,50,0.0444
DFF,61,61,0.136
and+or+nand+nor,407,407,0.193
-- layer usage --
metal	wire, um	vias up
li1	-	4435
met1	15900	4632
met2	16300	544
met3	4120	94
met4	1300	0
met5	0	-
-- through the flow --
step                      total power, mW  hold WS, ns  setup slack, ns  cell area [um^2]
after global routing                0.832        0.480             2.94             11300
after global placement              0.483        0.440             3.35             11000
final                               0.797        0.453             3.19             11300
after floorplan                     0.415        0.432             3.38             10200
after detailed placement            0.482        0.448             3.28             11000
after CTS                           0.798        0.454             3.23             11300
-- sequential cells by signal, indices dropped and copies added (netlist names) --
| signal | flops |
|---|---|
| state | 6 |
| pCounter | 10 |
| opcode | 3 |
| num1 | 16 |
| operand1 | 10 |
| W | 16 |
-- layout make-up --
class	count	share of cell area
inverter	145	0.0482
sequential	61	0.123
clock inverter	5	0.00310
tap	324	0.0359
timing repair buffer	92	0.0731
clock buffer	10	0.0212
multi-input combinational	985	0.696
-- report_power, final --
part	internal, mW	switching [mW]	total (mW)
sequential	0.276	0.0108	0.287
clock	0.185	0.132	0.317
combinational	0.0753	0.118	0.193
total	0.536	0.261	0.797
-- worst max-delay path by stage --
stage	endpoint	slack, ns	cells past startpoint
after CTS	W[15]$_DFFE_PP_	3.23	20
after global routing	W[15]$_DFFE_PP_	2.94	20
final	W[15]$_DFFE_PP_	3.19	20
No activity file was given, so power comes from the tool's default toggle rates.
