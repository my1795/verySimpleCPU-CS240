==> design/flow/run.sh <==
#!/bin/bash
# OpenROAD 26Q1-2900-gdf79404cd8, Yosys 0.63+post, stock flow scripts
make -C /OpenROAD-flow-scripts/flow DESIGN_CONFIG=/design/flow/config.mk WORK_HOME=/design/flow/orfs finish
==> design/flow/config.mk <==
export PLATFORM = sky130hd
export DESIGN_NAME = blram
export DESIGN_NICKNAME = blram
export VERILOG_FILES = /design/flow/design.v
export SDC_FILE = /design/flow/constraint.sdc
export NUM_CORES = 4
export LEC_CHECK = 1
export CORE_UTILIZATION = 50
export SYNTH_MEMORY_MAX_BITS = 65536
==> design/flow/constraint.sdc <==
current_design blram

set clk_period 97.7
set clk_io_pct 0.2

create_clock -name clk0 -period $clk_period [get_ports {clk}]

set non_clock_inputs [all_inputs -no_clocks]
set_input_delay [expr $clk_period * $clk_io_pct] -clock clk0 $non_clock_inputs
set_output_delay [expr $clk_period * $clk_io_pct] -clock clk0 [all_outputs]
==> design/flow/design.v <==
module blram(clk, rst, i_we, i_addr, i_ram_data_in, o_ram_data_out);
parameter SIZE = 10, DEPTH = 1024;
input clk; 
input rst;
input i_we;
input [SIZE-1:0] i_addr;
input [15:0] i_ram_data_in;
output reg [15:0] o_ram_data_out;
reg [15:0] memory[0:DEPTH-1];
always @(posedge clk) begin
  o_ram_data_out <= #1 memory[i_addr[SIZE-1:0]];
  if (i_we)
		memory[i_addr[SIZE-1:0]] <= #1 i_ram_data_in;
end 
initial begin
  memory[0] = 16'hA002;
memory[1] = 16'h8003;
memory[2] = 16'h0000;
memory[3] = 16'h0005;
memory[4] = 16'h0000;
memory[5] = 16'hA0CA;
memory[6] = 16'hC0C9;
memory[7] = 16'hA002;
memory[8] = 16'h8009;
memory[9] = 16'h000B;
memory[10] = 16'h0005;
memory[11] = 16'hA00A;
memory[12] = 16'hC0CB;
memory[13] = 16'hA0CC;
memory[14] = 16'h40CD;
memory[15] = 16'hC0CC;
memory[16] = 16'hA0CE;
memory[17] = 16'h40CF;
memory[18] = 16'hC0CE;
memory[19] = 16'hA002;
memory[20] = 16'h8015;
memory[21] = 16'h0017;
memory[22] = 16'h0002;
memory[23] = 16'hA0D0;
memory[24] = 16'h4016;
memory[25] = 16'hC0D0;
memory[26] = 16'hA002;
memory[27] = 16'h801C;
memory[28] = 16'h001E;
memory[29] = 16'h0014;
memory[30] = 16'hA0D1;
memory[31] = 16'h401D;
memory[32] = 16'hC0D1;
memory[33] = 16'hA0D2;
memory[34] = 16'h20D3;
memory[35] = 16'hC0D2;
memory[36] = 16'hA0D2;
memory[37] = 16'h20D2;
memory[38] = 16'hC0D2;
memory[39] = 16'hA0D4;
memory[40] = 16'h20D5;
memory[41] = 16'hC0D4;
memory[42] = 16'hA0D4;
memory[43] = 16'h20D4;
memory[44] = 16'hC0D4;
memory[45] = 16'hA002;
memory[46] = 16'h802F;
memory[47] = 16'h0031;
memory[48] = 16'h0004;
memory[49] = 16'hA030;
memory[50] = 16'h20D6;
memory[51] = 16'hC0D6;
memory[52] = 16'hA0D6;
memory[53] = 16'h20D6;
memory[54] = 16'hC0D6;
memory[55] = 16'hA002;
memory[56] = 16'h8039;
memory[57] = 16'h003B;
memory[58] = 16'h0006;
memory[59] = 16'hA03A;
memory[60] = 16'h20D7;
memory[61] = 16'hC0D7;
memory[62] = 16'hA0D7;
memory[63] = 16'h20D7;
memory[64] = 16'hC0D7;
memory[65] = 16'hA0D8;
memory[66] = 16'h60DB;
memory[67] = 16'hC0D8;
memory[68] = 16'hA0D9;
memory[69] = 16'h60DB;
memory[70] = 16'hC0D9;
memory[71] = 16'hA0DA;
memory[72] = 16'h60DB;
memory[73] = 16'hC0DA;
memory[74] = 16'hA002;
memory[75] = 16'h804C;
memory[76] = 16'h004E;
memory[77] = 16'h0004;
memory[78] = 16'hA0DC;
memory[79] = 16'h604D;
memory[80] = 16'hC0DC;
memory[81] = 16'hA002;
memory[82] = 16'h8053;
memory[83] = 16'h0055;
memory[84] = 16'h0004;
memory[85] = 16'hA0DD;
memory[86] = 16'h6054;
memory[87] = 16'hC0DD;
memory[88] = 16'hA002;
memory[89] = 16'h805A;
memory[90] = 16'h005C;
memory[91] = 16'h0004;
memory[92] = 16'hA0DE;
memory[93] = 16'h605B;
memory[94] = 16'hC0DE;
memory[95] = 16'hA0DF;
memory[96] = 16'h00E0;
memory[97] = 16'hC0DF;
memory[98] = 16'hA002;
memory[99] = 16'h8064;
memory[100] = 16'h0066;
memory[101] = 16'h0001;
memory[102] = 16'hA065;
memory[103] = 16'h00E0;
memory[104] = 16'hC0E0;
memory[105] = 16'hA0E1;
memory[106] = 16'hE0E2;
memory[107] = 16'hC0E1;
memory[108] = 16'hA002;
memory[109] = 16'h806E;
memory[110] = 16'h0070;
memory[111] = 16'h0003;
memory[112] = 16'hA06F;
memory[113] = 16'hE0E3;
memory[114] = 16'hC0E3;
memory[115] = 16'hA0E4;
memory[116] = 16'h80E5;
memory[117] = 16'hA002;
memory[118] = 16'h8077;
memory[119] = 16'h0079;
memory[120] = 16'h0003;
memory[121] = 16'hA078;
memory[122] = 16'hC0E6;
memory[123] = 16'hA0E7;
memory[124] = 16'h80E8;
memory[125] = 16'hA002;
memory[126] = 16'h807F;
memory[127] = 16'h0081;
memory[128] = 16'h0003;
memory[129] = 16'hA080;
memory[130] = 16'hC0E9;
memory[131] = 16'hA002;
memory[132] = 16'h8085;
memory[133] = 16'h0087;
memory[134] = 16'h0003;
memory[135] = 16'hA086;
memory[136] = 16'h00EA;
memory[137] = 16'hC004;
memory[138] = 16'hA002;
memory[139] = 16'h8004;
memory[140] = 16'hA002;
memory[141] = 16'h808D;
memory[142] = 16'h0090;
memory[143] = 16'h0002;
memory[144] = 16'hA08F;
memory[145] = 16'hC0EB;
memory[146] = 16'hA0ED;
memory[147] = 16'hC004;
memory[148] = 16'hA000;
memory[149] = 16'hC0EC;
memory[150] = 16'hA0EF;
memory[151] = 16'hC004;
memory[152] = 16'hA0F1;
memory[153] = 16'hC000;
memory[154] = 16'hA0F2;
memory[155] = 16'hC004;
memory[156] = 16'hA0F4;
memory[157] = 16'h0000;
memory[158] = 16'hC0F4;
memory[159] = 16'hA0F5;
memory[160] = 16'hC004;
memory[161] = 16'hA0F7;
memory[162] = 16'h2000;
memory[163] = 16'hC0F6;
memory[164] = 16'hA0F5;
memory[165] = 16'hC004;
memory[166] = 16'hA0F6;
memory[167] = 16'h2000;
memory[168] = 16'hC0F6;
memory[169] = 16'hA0F8;
memory[170] = 16'hC004;
memory[171] = 16'hA0F9;
memory[172] = 16'h4000;
memory[173] = 16'hC0F9;
memory[174] = 16'hA0FB;
memory[175] = 16'hC004;
memory[176] = 16'hA0FC;
memory[177] = 16'h4000;
memory[178] = 16'hC0FC;
memory[179] = 16'hA105;
memory[180] = 16'hC004;
memory[181] = 16'hA106;
memory[182] = 16'h8000;
memory[183] = 16'hA002;
memory[184] = 16'h80B9;
memory[185] = 16'h00BB;
memory[186] = 16'h0003;
memory[187] = 16'hA0C3;
memory[188] = 16'hC0BA;
memory[189] = 16'hA109;
memory[190] = 16'hC004;
memory[191] = 16'hA10A;
memory[192] = 16'h8000;
memory[193] = 16'hA002;
memory[194] = 16'h80C3;
memory[195] = 16'h00C5;
memory[196] = 16'h0003;
memory[197] = 16'hA0C4;
memory[198] = 16'hC10C;
memory[199] = 16'hA002;
memory[200] = 16'h810B;
memory[201] = 16'h0012;
memory[202] = 16'h0002;
memory[203] = 16'h000C;
memory[204] = 16'h0041;
memory[205] = 16'h0003;
memory[206] = 16'h0005;
memory[207] = 16'h0013;
memory[208] = 16'h0006;
memory[209] = 16'h0009;
memory[210] = 16'h0002;
memory[211] = 16'h0004;
memory[212] = 16'h0002;
memory[213] = 16'h0006;
memory[214] = 16'h0002;
memory[215] = 16'h0002;
memory[216] = 16'h0003;
memory[217] = 16'h0004;
memory[218] = 16'h0005;
memory[219] = 16'h0004;
memory[220] = 16'h0003;
memory[221] = 16'h0004;
memory[222] = 16'h0005;
memory[223] = 16'h0001;
memory[224] = 16'hFFFF;
memory[225] = 16'h0009;
memory[226] = 16'h0007;
memory[227] = 16'h0009;
memory[228] = 16'h0000;
memory[229] = 16'h007B;
memory[230] = 16'h0002;
memory[231] = 16'h0005;
memory[232] = 16'h0083;
memory[233] = 16'h0002;
memory[234] = 16'h008F;
memory[235] = 16'h0002;
memory[236] = 16'h0004;
memory[237] = 16'h00EE;
memory[238] = 16'h0005;
memory[239] = 16'h00F0;
memory[240] = 16'h0004;
memory[241] = 16'h0005;
memory[242] = 16'h00F3;
memory[243] = 16'h0003;
memory[244] = 16'h0004;
memory[245] = 16'h00F6;
memory[246] = 16'h0002;
memory[247] = 16'h0004;
memory[248] = 16'h00FA;
memory[249] = 16'h0041;
memory[250] = 16'h0003;
memory[251] = 16'h00FD;
memory[252] = 16'h0005;
memory[253] = 16'h0013;
memory[254] = 16'h00FF;
memory[255] = 16'h0003;
memory[256] = 16'h0101;
memory[257] = 16'h0004;
memory[258] = 16'h0103;
memory[259] = 16'h0005;
memory[260] = 16'h0004;
memory[261] = 16'h0107;
memory[262] = 16'h0000;
memory[263] = 16'h00BD;
memory[264] = 16'h0002;
memory[265] = 16'h010B;
memory[266] = 16'h0005;
memory[267] = 16'h012C;
memory[268] = 16'h0002;
memory[269] = 16'h010F;
memory[270] = 16'h0009;
memory[271] = 16'h0007;
memory[300] = 16'hA0FE;
memory[301] = 16'hC004;
memory[302] = 16'hA104;
memory[303] = 16'h6000;
memory[304] = 16'hC0FF;
memory[305] = 16'hA100;
memory[306] = 16'hC004;
memory[307] = 16'hA104;
memory[308] = 16'h6000;
memory[309] = 16'hC101;
memory[310] = 16'hA102;
memory[311] = 16'hC004;
memory[312] = 16'hA104;
memory[313] = 16'h6000;
memory[314] = 16'hC103;
memory[315] = 16'hA10D;
memory[316] = 16'hC004;
memory[317] = 16'hA10E;
memory[318] = 16'hE000;
memory[319] = 16'hC10E;
memory[320] = 16'hA002;
memory[321] = 16'h8142;
memory[322] = 16'h0141;
end 
endmodule
==> notes.md <==
Worst hold margin: 1030 ps. The number of buffer cells added on primary ports was 43. Element type at the critical path end: a flip-flop. After synthesis, the design contains 32100 cells according to Yosys. The max-slew violation count came out at 0.

The total number of placement rows was 410. With the power density relative to cell area at 20.6 nW/um2, the largest fanout on the critical path is 100. Leaving out filler cells and counting taps, the final layout contains 52600. Share of flip-flops with an asynchronous set or reset after synthesis: 0%. For this run, design rule violations remaining after detail routing come to 0.

The time the final worst path needs with I/O delays and setup was 28060 ps; the number of buffers added by the clock tree synthesis step was 1721. Worst-path cell with the longest stage delay: or4_1. After synthesis the cells add up to 626000 um2.

The post-placement cell area is 658000 um2. At the placement stage, the worst setup path has a slack of 68230 ps. The top-area cell type share of the netlist area was 78.6%. With the clock skew at 107 ps, the final worst-path cycle share is 28.7%. Floorplan-stage core utilization: 50.2%.

The static leakage is 237 nW. The run gives 0 for the overall overflow remaining after global route. The report lists the number of cells resized after CTS as 0.

The die covers 1260000 um2. The transition time recorded at the tightest slew-check pin is 1450 ps. The tools report the worst-case setup margin in the final layout as 69640 ps. For this run, the detailed router's first-pass iteration total came to 6. Via count of the first global-routing pass: 339000. IR analysis of the VDD net gives a maximum drop of 0.0000204 V.

The H-tree was split into 7 levels. Among all cell types in the netlist, the one instantiated most often is edfxtp_1. The final routed wire length divided by cell count was 34.3 um. For flop-to-flop paths, the worst setup slack is 92740 ps. The final timing report lists a hold violation count of 0. The critical path goes through buf_16, buf_4, buf_4, buf_4, buf_4, buf_4, buf_4, buf_4, buf_4, buf_12, mux2i_1, o22ai_1, nor3_1, o2111a_1, nor3_1, buf_4, or4_1, or3_1. The run gives 0 as the setup violation total in the final timing report.

The register bit total from synthesis is 16400. For the number of distinct standard cells referenced by the synthesized netlist, the log shows 64. The tools report the number of buffers on the longest clock path as 6. The post-synth count of flops with an enable pin is 16400.

According to the floorplan report, the die height is 1120 um. According to the timing report, the arrival time at the worst endpoint equals 29270 ps. The critical path startpoint category is a primary input. The delay of the slowest cell on the worst path is 840 ps. The post-CTS hold buffer count recorded in the log is 0. Synthesis produced 32100 cells. The tools report the Yosys warning count as 1. The tool flagged a number of max-cap violations equal to 0. Setup repair after global routing left no endpoint under its margin. With fillers left out, the area of the finished cells amounts to 712000 um2. The run gives 1800000 um for the total routed wirelength.

In this run the tools logged warnings totalling 58. Clock tree synthesis selected as its root buffer the cell clkbuf_16. For this run the detailed placement stage logged an HPWL of 1100000 um.

According to the I/O placement log, the pin count is 45. Summed over all failing endpoints, the final setup total negative slack is 0 ps. The run gives 0.924 for the weighted congestion at the end of routability-driven global placement. The run gives 17.4% for the share of post-route cells with drive strength above 1. The area growth from synthesis to layout was 13.7%. For this run, the leading register cell type out of synthesis is edfxtp_1. The flow ran to the end, and the final reports show no timing, DRC or antenna violations. Maximum number of pins on one net before global-route repair: 118. The run gives 2520000 um as the wire length of the first global-routing pass. By area the synthesized netlist is led by edfxtp_1 79%, mux2i_1 9.0%, mux4_2 5.0%, o22ai_1 2.2%, nor2_1 0.94%. The run gives 32.3% as the total global-route track usage. The most numerous cell type found on the critical path is buf_4. The layout has 89900 filler cells. The area of the core came out at 1250000 um2.

The min-delay analysis places its worst path in the category flip-flop to flip-flop. The run gives 1330 ps for the clock network latency to the later pin of the worst-skew pair. The slew check shows that the tightest pin keeps a relative margin of 3.34%. Once iteration 0 of detailed routing completed, the report listed 20900 DRC markers.

TritonCTS built the clock tree. Sequential standard cell area: 492000 um2. The number of sinks driven by the clock tree is 16400. The flow reports an fmax of 0.0356 GHz. After clock tree synthesis, the setup repair step added 0 buffers. The number of antenna violations at the first check in global routing came out at 178. The overall die width is 1120 um. The critical path required time is 98910 ps. The critical path is of the primary input to flip-flop type. The completed layout was analyzed and its total power is 14.7 mW. The area taken by multi-input combinational cells is reported as 126000 um2.

The clock-pin transition on the worst setup and hold timing paths came out at 60 ps. The finished layout reports a core utilization of 57.1%. The residual antenna-violating net count after detailed routing was 0; the instance count after placement with tap cells included was 49200. In the synthesized netlist, the cells that appear most often are 16400 x edfxtp_1, 5623 x mux2i_1, 2248 x o22ai_1, 1568 x nor2_1, 1384 x mux4_2. The run gives 626000 um2 as the yosys-reported design area after synthesis. The routed via count is 320000.

The cell type that accounts for the most area after synthesis is edfxtp_1. In the routed layout, each cell is associated on average with a via count of 6.08. The post-synthesis average cell area was 19.5 um2; the share of synthesized area occupied by flip-flops and latches was 78.6%.
-- path summary, 6_finish.rpt --
kind,start,end,depth (start not counted)
worst max-delay path,i_addr[1],o_ram_data_out[4],18
worst min-delay path,memory[818][14],o_ram_data_out[14],5
worst max register to register,memory[301][3],o_ram_data_out[3],9
worst min register to register,memory[818][14],o_ram_data_out[14],5
-- registers in the layout, indices dropped and copies added, names as in the netlist --
register,cells
memory,16384
o_ram_data_out,16
-- final cells by class --
cell class	count	share of cell area [%]
flip-flops and latches	16400	69.1
multi-input cells	13800	17.7
clock buffers	2082	6.30
well taps	16700	2.93
repair buffers	2372	2.62
clock inverters	970	1.20
diodes	286	0.101
inverters	2	0.00211
-- cell families (layout without fill, tap and decap cells) --
kind of cell	after synthesis	after routing	synth area share, %
other	0	286	0
multiplexers	7026	7026	14.0
buffers and inverters	1979	5426	1.37
AND-OR/OR-AND	3717	3717	3.82
flip-flops	16400	16400	78.6
AND/OR/NAND/NOR	3026	3026	2.20
-- critical path, delay by kind of cell --
| family | cells | cell delay (ps) |
|---|---|---|
| muxes | 1 | 270 |
| buffers and inverters | 11 | 6500 |
| AOI/OAI and AO/OA | 2 | 490 |
| and+or+nand+nor | 4 | 1990 |
-- cell usage in the layout, fill, tap and decap left out, drive strengths merged, types with 202 or more instances in the layout --
cell    netlist  routed
mux4       1384    1384
edfxtp    16400   16400
buf        1026    2355
o22ai      2248    2248
clkbuf      951    2082
clkinv        1     746
diode         0     286
a22oi       345     345
nand3       202     202
nor4        334     334
o21ai       521     521
nor2       1568    1568
nor3        368     368
mux2i      5623    5623
nand2       288     288
-- power breakdown --
part | internal [mW] | leakage [nW] | switching [mW]
sequential | 7.74 | 147 | 0.00621
clock | 3.65 | 26.2 | 2.61
combinational | 0.193 | 63.8 | 0.461
-- metal layers --
layer / GRT usage, % / up-vias / share of wire (%)
met3: 28.2 / 3617 / 20
met4: 13.3 / 277 / 5.2
li1: - / 137000 / -
met5: 3.39 / - / 0.33
met1: 38.0 / 159000 / 30
met2: 43.1 / 20000 / 45
Power and IR drop assume default switching activity.
